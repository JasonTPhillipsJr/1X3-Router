**./config.mk**
```make
export PLATFORM = sky130hd
export DESIGN_NAME = router_top
export DESIGN_NICKNAME = router_top
export VERILOG_FILES = /design/flow/design.v
export SDC_FILE = /design/flow/constraint.sdc
export NUM_CORES = 4
export LEC_CHECK = 1
export CORE_UTILIZATION = 30
```
**./constraint.sdc**
```tcl
current_design router_top

set clk_period 7.9
set clk_io_pct 0.2

create_clock -name clk0 -period $clk_period [get_ports {clk1}]
create_clock -name clk1 -period $clk_period [get_ports {clk2}]

set non_clock_inputs [all_inputs -no_clocks]
set_input_delay [expr $clk_period * $clk_io_pct] -clock clk0 $non_clock_inputs
set_output_delay [expr $clk_period * $clk_io_pct] -clock clk0 [all_outputs]
```
**./design.v**
```verilog
`timescale 100ns/1ns
module router_fsm(
	input clk1, reset, packet_valid_i, 
	input[2:0] dsize,				 
	input fifo_full, trusted_source,	 
	output write_enb, get_source, get_dest, store_header, get_size, load_data, get_crc, full_state, stop_packet_send);
parameter
	Store_Header_State = 4'b0001,	
	Check_Source_State = 4'b0010,	 
	Get_dest_state = 4'b0011,		 
	Get_Size_State = 4'b0100,
	Load_Data_State = 4'b0101,
	Check_CRC_State = 4'b0110,
	Wait_Till_Empty_State = 4'b0111,  
	FIFO_Full_State = 4'b1000;
reg[3:0] state, next_state, state_after_wait;
reg[1:0] temp;
reg stored_dest;					 
initial begin
	next_state <= Check_Source_State;
end
always@(posedge clk1 or negedge reset)
	begin
		if(!reset)
			state <= Check_Source_State;
		else 
			state <= next_state;
	end
always@(*)
	begin
		case(state)
			Check_Source_State:		 
				begin
					if(packet_valid_i && !fifo_full)
						next_state = Get_dest_state;
					else if(packet_valid_i && fifo_full)
						begin
							next_state = FIFO_Full_State;
							state_after_wait = Check_Source_State;		 
						end
					else
						next_state = Check_Source_State;
				end
			Get_dest_state:			 
				begin
					stored_dest = 0;
					if(packet_valid_i && !fifo_full)
						next_state = Store_Header_State;
					else if(packet_valid_i && fifo_full)
						begin
							next_state = FIFO_Full_State;
							state_after_wait = Get_dest_state;
						end
				end
			Store_Header_State:		 
				begin
					if((packet_valid_i) && (!fifo_full) && (stored_dest == 0))
						begin
							stored_dest = 1;		 
							next_state = Get_Size_State;	 
						end
					else if((packet_valid_i) && (fifo_full) && (stored_dest == 0))	 
						begin
							next_state = FIFO_Full_State;
							state_after_wait = Store_Header_State;
						end
				end
			Get_Size_State:			 
				begin
					if(packet_valid_i && !fifo_full)
						next_state =  Load_Data_State;
					else if( packet_valid_i && fifo_full)
						begin
							next_state = FIFO_Full_State;
							state_after_wait = Get_Size_State;
						end
				end
			Load_Data_State:		 
				begin
					if(packet_valid_i && (dsize > 0) && !fifo_full)
						next_state = Load_Data_State;						
					else if(packet_valid_i && (dsize > 0) && fifo_full)
						begin
							next_state = FIFO_Full_State;
							state_after_wait = Load_Data_State;			 
						end
					else if(packet_valid_i && (dsize == 0) && !fifo_full)
						next_state = Check_CRC_State;						 
					else if(packet_valid_i && (dsize == 0) && fifo_full)
						begin
							next_state = FIFO_Full_State;					 
							state_after_wait = Load_Data_State;			 
						end
				end
			Check_CRC_State:
				begin
					if(!fifo_full)
						next_state = Check_Source_State;
					else
						begin
							next_state = FIFO_Full_State;
							state_after_wait = Check_CRC_State;
						end
				end
			FIFO_Full_State:
				begin
					if(fifo_full)
						next_state = FIFO_Full_State;
					else
						next_state = state_after_wait; 	 
				end
			default:
			    begin
				next_state= Check_Source_State;
			    end
		    endcase
	end
assign stop_packet_send = ((state == Store_Header_State) || (state == FIFO_Full_State) || (fifo_full))?1:0;
assign get_source = ((state == Check_Source_State))?1:0;
assign get_dest = ((state == Get_dest_state))?1:0;
assign get_size = ((state == Get_Size_State))?1:0;
assign load_data = ((state == Load_Data_State))?1:0;
assign get_crc = ((state ==  Check_CRC_State))?1:0;
assign store_header = ((state == Store_Header_State))?1:0;
assign full_state = ((state == FIFO_Full_State))?1:0;
assign write_enb = (((state == Get_dest_state) || (state == Store_Header_State) || (state == Get_Size_State)
					|| (state == Load_Data_State) || (state == Check_CRC_State)) 
					&& ( trusted_source) && (packet_valid_i) && (!fifo_full))?1:0;
endmodule
`timescale 100ns/1ns
module router_reg_new(input clk1, reset, packet_valid_i,
					  input[7:0] packet_in,
					  input get_source, get_dest, store_header, get_size, load_data, get_crc, fifo_full, full_state, 
					  output reg[2:0] dsize,
					  output reg[7:0] data_out, destination,
					  output reg crc_checked, trusted_source, err);
parameter					 
		TS1 = 8'b10000001,
		TS2 = 8'b10000011,
		TS3 = 8'b10000111;
reg[7:0] source_byte, dest_byte, size_byte, data_byte, crc_byte;
reg[7:0] internal_crc; 		 
always@(get_source or get_dest or store_header or get_size or load_data or get_crc or fifo_full or full_state)
	begin
		if(!reset)
			begin
				source_byte = 8'b0;
				trusted_source = 1'b0;
				dest_byte = 8'b0;
				destination = 8'b0;
				size_byte = 8'b0;
				dsize = 3'b0;
				data_byte = 8'b0;
				internal_crc = 8'b0;
				crc_byte = 8'b0;
				err = 1'b0;
			end
		else
			begin
				if(get_source)
					begin
						internal_crc = 8'b0;
						source_byte = 8'bx;
						dest_byte =  8'bx;
						size_byte = 8'bx;
						data_byte = 8'bx;
						crc_byte = 8'bx;
						trusted_source = 1'bx;
						crc_checked = 1'bx;
						data_out = 8'bx;
						destination = 8'bx;
						err = 1'bx;
						if(packet_valid_i && !fifo_full)
							begin
								source_byte = packet_in;
								if((source_byte == TS1) || (source_byte == TS2) || (source_byte ==TS3))
									begin
										trusted_source = 1'b1;		 
									end
								else
									trusted_source = 1'b0;		 
							end
					end
				else if(get_dest)
					begin
						if(packet_valid_i && !fifo_full)
							begin
								dest_byte = packet_in;
								destination = packet_in;		 
								data_out = source_byte;		 
							end
					end
				else if(store_header)		 
					begin
						if(packet_valid_i && !fifo_full)
							begin
								data_out = dest_byte; 	 
							end
					end
				else if(get_size)		 
					begin
						if(packet_valid_i && !fifo_full)
							begin
								size_byte = packet_in;
								dsize = packet_in[2:0];	 
								data_out = packet_in;		 
							end
					end
				else if(load_data)
				    begin
						if(packet_valid_i && !fifo_full && (dsize != 0))
						    begin
								data_byte = packet_in;
								internal_crc = internal_crc ^ packet_in;
								dsize = dsize - 1;
								data_out = packet_in;
							end
					end
				else if(get_crc)
					begin
						if(packet_valid_i && !fifo_full)
							begin
								crc_byte = packet_in;
								data_out = packet_in;
								if(packet_in == internal_crc)
									begin
										crc_checked = 1'b1; 
										err = 1'b0;		 
									end
								else
									begin
										crc_checked = 1'b1; 
										err = 1'b1;		 
									end
							end
					end
			end
	end
endmodule
`timescale 100ns/1ns
module router_sync(input clk1, reset, get_dest, write_enb_reg,
				   input empty_0, empty_1, empty_2, full_0, full_1, full_2,
				   input[7:0]destination,	 
				   output wire vld_out_0, vld_out_1, vld_out_2,
				   output reg [2:0] write_enb,	 
				   output reg fifo_full);
reg [7:0]temp;
always@(posedge clk1 or negedge reset)
	begin
		if(!reset)
			temp <= 8'b00000000;
		else if(get_dest)		 
			temp <= destination;
	end
always@(*)
	begin
		if((destination <= 8'd127) && (destination > 8'd0))
			fifo_full = full_0;
		else if((destination <= 8'd195) && (destination > 8'd128))
			fifo_full = full_1;
		else if((destination <= 8'd255) && (destination > 8'd196))
			fifo_full = full_2;
		else
			fifo_full = 0;
	end
always@(*)
	begin
		if(write_enb_reg)		 
			begin
				if((destination <= 8'd127) && (destination > 8'd0))
					write_enb = 3'b001;		 
				else if((destination <= 8'd195) && (destination > 8'd128))
					write_enb = 3'b010;		 
				else if((destination <= 8'd255) && (destination > 8'd196))
					write_enb = 3'b100;		 
				else
					write_enb = 3'b000;		 
			end
		else
			write_enb = 3'b000;				 
	end
assign vld_out_0 = !empty_0;
assign vld_out_1 = !empty_1;
assign vld_out_2 = !empty_2;
endmodule
`timescale 100ns/1ns
module asy_fifo (reset,wr_en,rd_en, rd_clk, wr_clk, data_in,
					 data_out, wr_full, rd_empty);
input 	  reset; 
input 	  rd_en, wr_en, rd_clk, wr_clk; 
output 	  wr_full, rd_empty; 
input 	  [7:0] data_in; 
output reg [7:0] data_out; 
reg  [4:0]  rd_sync_1, rd_sync_2; 
reg  [4:0]  wr_sync_1, wr_sync_2; 
wire [4:0]  rd_pointer_g,wr_pointer_g; 
reg  [5:0]	  wr_pointer,rd_pointer; 
wire [5:0]	  wr_pointer_sync,rd_pointer_sync; 
reg [7:0] mem [31:0];  
initial begin
wr_pointer <= 0;
rd_pointer <= 0;
end
always @(posedge wr_clk or negedge reset) 
	begin
		if (!reset)  
			begin 
				wr_pointer <= 0;
			end
		else if (wr_en && (wr_full == 1'b0)) 
			begin
				mem[wr_pointer[4:0]] <= data_in;  
				wr_pointer <= wr_pointer + 1;  
			end
	end
always @(posedge rd_clk or negedge reset) 
	begin
		if (!reset) 
			begin
				rd_pointer <= 0;
			end
		else if (rd_en && (rd_empty == 1'b0)) 
			begin
				data_out <= mem[rd_pointer[4:0]]; 
				rd_pointer <= rd_pointer + 1; 
			end	
	end
assign wr_pointer_g = wr_pointer ^ (wr_pointer >> 1);
assign rd_pointer_g = rd_pointer ^ (rd_pointer >> 1);
always @(posedge wr_clk) begin
	rd_sync_1 <= rd_pointer_g; 
	rd_sync_2 <= rd_sync_1; 
end
always @(posedge rd_clk) begin
	wr_sync_1 <= wr_pointer_g; 
	wr_sync_2 <= wr_sync_1; 
end
assign wr_pointer_sync = wr_sync_2 ^ (wr_sync_2 >> 1) ^ (wr_sync_2 >> 2) ^ (wr_sync_2 >> 3);
assign rd_pointer_sync = rd_sync_2 ^ (rd_sync_2 >> 1) ^ (rd_sync_2 >> 2) ^ (rd_sync_2 >> 3);
assign wr_full = ((wr_pointer[4:0] == rd_pointer_sync[4:0]) && (wr_pointer[5] != rd_pointer_sync[5] ));
assign rd_empty = (wr_pointer_sync == rd_pointer)?1'b1:1'b0;
endmodule
`timescale 100ns/1ns
module router_top(input clk1, clk2, reset, packet_valid_i, read_enable_0, read_enable_1, read_enable_2, 
					input [7:0] packet_in, 
					output packet_valid_o1, packet_valid_o2, packet_valid_o3, 
					output [7:0] packet_out0, packet_out1, packet_out2, 
					output stop_packet_send, err);	
wire [2:0] wr_en;
wire [2:0] rd_en;
wire [2:0] empty;					 
wire [7:0] data_out;
wire [7:0] destination;
wire [2:0] dsize;
wire [7:0] packet_out_temp[2:0];	 
wire [2:0] fifo_full;				 
wire full;							 
wire get_source;
wire get_dest;
wire store_header;
wire get_size;
wire load_data;
wire get_crc;
wire full_state;
wire trusted_source;
wire crc_checked;					 
wire write_enb_reg;					 
	genvar i;
generate
for(i=0; i<3; i=i+1)
begin:fifo
	asy_fifo fifo(.reset(reset), .wr_en(wr_en[i]), .rd_en(rd_en[i]), .rd_clk(clk2), .wr_clk(clk1), .data_in(data_out[7:0]),
	              .data_out(packet_out_temp[i]), .wr_full(fifo_full[i]), .rd_empty(empty[i]));
end
endgenerate
router_reg_new r1(.clk1(clk1), .reset(reset), .packet_valid_i(packet_valid_i),
				  .packet_in(packet_in[7:0]),
                  .get_source(get_source), .get_dest(get_dest), .store_header(store_header), .get_size(get_size),
                  .load_data(load_data), .get_crc(get_crc), .fifo_full(full), .full_state(full_state),
				  .dsize(dsize[2:0]),
                  .data_out(data_out[7:0]), .destination(destination[7:0]),
				  .crc_checked(crc_checked), .trusted_source(trusted_source), .err(err));
router_fsm fsm(.clk1(clk1), .reset(reset), .packet_valid_i(packet_valid_i),
							.dsize(dsize[2:0]),
							.fifo_full(full), .trusted_source(trusted_source), 
                            .write_enb(write_enb_reg), .get_source(get_source), .get_dest(get_dest), .store_header(store_header), .get_size(get_size), 
                            .load_data(load_data), .get_crc(get_crc), .full_state(full_state), .stop_packet_send(stop_packet_send)); 
router_sync s(.clk1(clk1), .reset(reset), .get_dest(get_dest), .write_enb_reg(write_enb_reg),
			  .empty_0(empty[0]), .empty_1(empty[1]), .empty_2(empty[2]), .full_0(fifo_full[0]), .full_1(fifo_full[1]), .full_2(fifo_full[2]),
			  .destination(destination[7:0]),
			  .vld_out_0(packet_valid_o1), .vld_out_1(packet_valid_o2), .vld_out_2(packet_valid_o3), 
			  .write_enb(wr_en[2:0]), 
			  .fifo_full(full));
assign rd_en[0]=read_enable_0;
assign rd_en[1]=read_enable_1;
assign rd_en[2]=read_enable_2;
assign packet_out0=packet_out_temp[0];
assign packet_out1=packet_out_temp[1];
assign packet_out2=packet_out_temp[2];
endmodule
```
**./run.sh**
```bash
#!/bin/bash
# OpenROAD 26Q1-2900-gdf79404cd8, Yosys 0.63+post, stock flow scripts
make -C /OpenROAD-flow-scripts/flow DESIGN_CONFIG=/design/flow/config.mk WORK_HOME=/design/flow/orfs finish
```
==> out/summary.log <==
INFO  power_and_ir_drop p_int=8.811mW
INFO  synthesis      syn_area=0.03588mm²
INFO  synthesis      leading_area_contributor_after_synthesis=edfxtp_1
INFO  timing         fin_tns_setup=0ps
INFO  floorplan      dieWidth=347.8µm
INFO  power_and_ir_drop clock_power_share=33.8%
INFO  synthesis      ys.flops=937
INFO  detailed_routing drcViolationCount=0
INFO  finish         final_layout_top_logic_cells=792 x edfxtp_1, 141 x nor2_1, 131 x a22oi_1, 103 x nand2_1, 93 x clkbuf_16
INFO  min_path       holdPathEnd=fifo[0].fifo.rd_sync_1[4]$_DFF_P_
INFO  detailed_routing finalWirelength=110900µm
INFO  synthesis      synth.top_cells.by_area=edfxtp_1 66%, dfxtp_1 3.3%, a22oi_1 2.7%
INFO  grt            grt_pass1_vias=23.13k
INFO  synthesis      synthArstFlopShare=4.269%
INFO  detailed_routing via_count=22.02k
INFO  clock_tree     cts.repair.resized=0
INFO  floorplan      core_util_floorplan=30.35%
INFO  finish         areaGrowthSynthToFinish=13.88%
INFO  worst_setup_path worst_r2r_startpoint=fsm.state[2]$_DFF_PN0_
INFO  grt            grt_remaining_overflow=0
INFO  synthesis      flop_cell=edfxtp_1
INFO  worst_setup_path sort_of_element_at_the_end_of_the_critical_path=primary output
INFO  synthesis      synthesis.yosys.warnings=20
INFO  power_and_ir_drop power_switching_share=30.51%
INFO  power_and_ir_drop p_sw=3.869mW
INFO  detailed_routing antenna_violating_nets_post_route=0
INFO  worst_setup_path ff2ff_setup_slack=4020ps
INFO  detailed_routing firstDrtPassIters=9
INFO  timing         setup_violations=0
INFO  outcome        run_status=finished clean
INFO  timing         untimed_endpoints=818
INFO  clock_tree     post_cts_hold_buffer_count=0
INFO  worst_setup_path worst-r2r-cell-count=7
INFO  worst_setup_path critical_path.reg2reg.endpoint=fifo[0].fifo.mem[20][2]$_DFFE_PP_
INFO  synthesis      synth_top_area_share=66.28%
INFO  synthesis      yosys-stat-area=0.03588mm²
INFO  grt            grt_pass1_wl=159400µm
INFO  timing         timing.final.max_slew_violations=0
INFO  worst_setup_path cp_max_fo=12
INFO  grt            grt_antenna_before_repair=2
INFO  detailed_routing via_per_inst=5.563
INFO  finish         final_cell_area=0.04086mm²
INFO  synthesis      ys_cells=2323
INFO  worst_setup_path critical_path_required=6320ps
INFO  synthesis      post_synth.cell_area_avg=15.45µm²
INFO  timing         clock_skew=31.40ps
INFO  finish         layout-drive-gt1-share=8.178%
INFO  floorplan      die_y=347.8µm
INFO  min_path       min_path_type=reg2reg
INFO  clock_tree     worst_setup_hold_path_clk_slew=70ps
INFO  worst_setup_path criticalPathCategory=reg2out
INFO  clock_tree     cts_tree=built
INFO  job            log.warning_count=70
INFO  placed_design  detailed_place.area=0.03794mm²
INFO  floorplan      num_rows=126
INFO  synthesis      syn-instance-count=2323
INFO  timing         worst_pin_slew=851.9ps
INFO  placed_design  pre_cts_slack=3000ps
INFO  detailed_routing detail_route.iter0.violations=2082
INFO  timing         setup_repair_after_global_routing_missed_its_margin=no
INFO  floorplan      die_area=0.1210mm²
INFO  detailed_routing average_wire_per_cell_in_the_routed_design=28.00µm
INFO  job            drv_cap=0
INFO  finish         layout.cells.non_filler=3959
INFO  power_and_ir_drop max-vdd-ir-drop=0.1716mV
INFO  synthesis      netlist-cell-type-count=78
INFO  timing         unclocked_pins=45
INFO  finish         layout_top_cell=edfxtp_1
INFO  power_and_ir_drop powerDensity=310.3mW/mm²
INFO  placed_design  place.detailed.instances=3793
INFO  worst_setup_path crit_arrival=3150ps
INFO  power_and_ir_drop power_leakage=13.52nW
INFO  grt            grt_max_degree=54
INFO  placed_design  portBuffers=42
INFO  power_and_ir_drop combPwrFrac=22.4%
INFO  min_path       min_delay_path_depth=1
INFO  timing         final_critical_path_setup_slack=3166ps
INFO  power_and_ir_drop seqPwrFrac=43.8%
INFO  grt            globalRouteTotalUtil=19.34%
INFO  synthesis      synth-edff-count=792
INFO  finish         finish.utilization=34.56%
INFO  timing         timing.slew.headroom=42.68%
INFO  floorplan      area_inside_the_core_boundary=0.1182mm²
INFO  min_path       min-delay-start=fifo[0].fifo.rd_pointer[5]$_DFFE_PN0P_
INFO  timing         final-hold-violation-count=0
INFO  placed_design  gp_routability_congestion=1.054
INFO  floorplan      ios=44
INFO  power_and_ir_drop power=12.68mW
INFO  worst_setup_path critPathLaunchType=register
INFO  clock_tree     cts_post_setup_buffers_inserted=0
INFO  placed_design  dpl.hpwl=73280µm
INFO  timing         hold_ws=271.9ps
[synth_stat cells, drive strengths merged (10+ instances only)]
master / n
xor2: 13
a221oi: 72
dfrtp: 39
buf: 18
nand2: 103
edfxtp: 792
dlxtn: 45
a211oi: 12
nor2b: 16
a22o: 74
ha: 76
a32oi: 11
nand4: 60
xnor2: 47
inv: 49
dfxtp: 60
nor3: 22
or3: 10
nor2: 142
clkbuf: 119
a21oi: 32
nand3: 59
a22oi: 131
and3: 73
a222oi: 38
mux2: 10
o21ai: 37
and2: 44
mux2i: 10
[critical path, cell delays in order (launching register included)]
cell	delay, ps
dfrtp_1	530
and3_1	280
o2111a_1	260
o2111a_1	250
nor3_2	410
a21o_1	270
nand2_1	80
clkdlybuf4s50_1	440
[flip-flops by register name (all words and copies together), names as in the netlist]
| name | flops |
|---|---|
| r1.dsize | 3 |
| fifo.fifo.data_out | 24 |
| fsm.next_state | 4 |
| fsm.stored_dest | 1 |
| fifo.fifo.wr_sync_2 | 15 |
| fifo.fifo.rd_sync_1 | 15 |
| r1.data_out | 8 |
| fsm.state | 4 |
| r1.source_byte | 8 |
| r1.destination | 8 |
| fifo.fifo.rd_sync_2 | 15 |
| fifo.fifo.wr_pointer | 18 |
| fifo.fifo.rd_pointer | 18 |
| r1.err | 1 |
| fifo.fifo.mem | 768 |
| fifo.fifo.wr_sync_1 | 15 |
| r1.trusted_source | 1 |
| r1.internal_crc | 8 |
| fsm.state_after_wait | 3 |
[routing by layer]
layer	share of wire, %	track usage [%]	vias up
met5	0.094	1.040	-
met4	4.7	7.210	6
met3	17	14.52	330
met2	44	27.64	1792
met1	34	22.22	10660
li1	-	-	9238
[how the worst max path moves through the flow]
stage	start	to	cells after the start
finish	fifo[2].fifo.wr_pointer[4]$_DFFE_PN0P_	stop_packet_send	7
global route	fifo[2].fifo.wr_pointer[4]$_DFFE_PN0P_	stop_packet_send	7
CTS	fifo[2].fifo.wr_pointer[4]$_DFFE_PN0P_	stop_packet_send	7
[power by group through the flow]
| stage | clock [mW] | combinational (mW) | sequential (mW) |
|---|---|---|---|
| after CTS | 4.35 | 2.75 | 5.56 |
| after global routing | 4.54 | 2.98 | 5.59 |
| final | 4.29 | 2.84 | 5.56 |
[layout make-up]
cell class	count	area (µm²)
fillers	11160	77380
flip-flops and latches	937	26690
multi-input cells	1200	8503
clock buffers	114	2416
well taps	1536	1922
repair buffers	71	635.6
clock inverters	50	504.2
inverters	49	183.9
diodes	2	5.005
[cell families (layout without fill, tap and decap cells)]
group                    count (synthesis)  in the layout  share of synthesized area, %
AND-OR/OR-AND                          479            479                         10.73
XOR/XNOR                                65             65                         1.782
adder cells (fa/ha/maj)                 76             76                         2.650
buffers and inverters                  186            284                         2.012
flip-flops                             892            892                         72.42
latches                                 45             45                         1.883
multiplexers                            20             20                        0.5928
other                                    0              2                             0
AND/OR/NAND/NOR                        560            560                         7.923
Power and IR drop assume default switching activity.
